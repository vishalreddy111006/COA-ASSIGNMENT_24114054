## flow/config.mk

```make
export PLATFORM = sky130hd
export DESIGN_NAME = piped_wallace_mult
export DESIGN_NICKNAME = piped_wallace_mult
export VERILOG_FILES = /design/flow/design.v
export SDC_FILE = /design/flow/constraint.sdc
export NUM_CORES = 4
export LEC_CHECK = 1
export CORE_UTILIZATION = 40
```

## flow/constraint.sdc

```tcl
current_design piped_wallace_mult

set clk_period 5.9
set clk_io_pct 0.2

create_clock -name clk0 -period $clk_period [get_ports {clock}]

set non_clock_inputs [all_inputs -no_clocks]
set_input_delay [expr $clk_period * $clk_io_pct] -clock clk0 $non_clock_inputs
set_output_delay [expr $clk_period * $clk_io_pct] -clock clk0 [all_outputs]
```

## flow/design.v

```verilog
`timescale 1ns / 1ps
module fulladder(input wire a,b,c, output wire sum,carry);
    assign sum = a ^ b ^ c;
    assign carry = (a & b) | (b & c) | (c & a);
endmodule
module compressor_7_to_3(
    input  wire w0,w1,w2,w3,w4,w5,w6,
    output wire sum, c0, c1
);
    wire s1,s2,s3,s4,d1,d2,d3,d4;
    fulladder fa1(.a(w0), .b(w1), .c(w2), .sum(s1), .carry(d1));
    fulladder fa2(.a(w3), .b(w4), .c(w5), .sum(s2), .carry(d2));
    fulladder fa3(.a(s1), .b(s2), .c(w6), .sum(s3), .carry(d3));
    fulladder fa4(.a(d1), .b(d2), .c(d3), .sum(s4), .carry(d4));
    assign sum = s3;
    assign c0  = s4;
    assign c1  = d4;
endmodule
module array_7_to_3_compressor(
    input  wire [31:0] p0,p1,p2,p3,p4,p5,p6,
    output wire [31:0] psum, pc0, pc1
);
    genvar j;
    generate
        for(j=0; j<32; j=j+1) begin
            compressor_7_to_3 C(
                p0[j], p1[j], p2[j], p3[j], p4[j], p5[j], p6[j],
                psum[j], pc0[j], pc1[j]
            );
        end
    endgenerate
endmodule
module array_3_to_2_compressor(
    input  wire [31:0] a,b,c,
    output wire [31:0] sum, carry
);
    assign sum   = a ^ b ^ c;
    assign carry = ((a & b) | (b & c) | (c & a)) << 1;
endmodule
module han_carlson_adder(
    input  wire [31:0] a,
    input  wire [31:0] b,
    output wire [31:0] sum,
    output wire carry_out
);
    wire [31:0] g, p;
    assign g = a & b;
    assign p = a ^ b;
    wire [31:0] g1, p1;
    assign g1[0] = g[0];
    assign p1[0] = p[0];
    genvar i;
    generate
        for(i=1;i<32;i=i+1) begin
            assign g1[i] = g[i] | (p[i] & g[i-1]);
            assign p1[i] = p[i] & p[i-1];
        end
    endgenerate
    wire [31:0] g2, p2;
    assign g2[0] = g1[0];
    assign p2[0] = p1[0];
    assign g2[1] = g1[1];
    assign p2[1] = p1[1];
    generate
        for(i=2;i<32;i=i+1) begin
            assign g2[i] = g1[i] | (p1[i] & g1[i-2]);
            assign p2[i] = p1[i] & p1[i-2];
        end
    endgenerate
    wire [31:0] g3, p3;
    assign g3[0] = g2[0];
    assign p3[0] = p2[0];
    assign g3[1] = g2[1];
    assign p3[1] = p2[1];
    assign g3[2] = g2[2];
    assign p3[2] = p2[2];
    assign g3[3] = g2[3];
    assign p3[3] = p2[3];
    generate
        for(i=4;i<32;i=i+1) begin
            assign g3[i] = g2[i] | (p2[i] & g2[i-4]);
            assign p3[i] = p2[i] & p2[i-4];
        end
    endgenerate
    wire [31:0] g4, p4;
    assign g4[0] = g3[0];
    assign p4[0] = p3[0];
    assign g4[1] = g3[1];
    assign p4[1] = p3[1];
    assign g4[2] = g3[2];
    assign p4[2] = p3[2];
    assign g4[3] = g3[3];
    assign p4[3] = p3[3];
    assign g4[4] = g3[4];
    assign p4[4] = p3[4];
    assign g4[5] = g3[5];
    assign p4[5] = p3[5];
    assign g4[6] = g3[6];
    assign p4[6] = p3[6];
    assign g4[7] = g3[7];
    assign p4[7] = p3[7];
    generate
        for(i=8;i<32;i=i+1) begin
            assign g4[i] = g3[i] | (p3[i] & g3[i-8]);
            assign p4[i] = p3[i] & p3[i-8];
        end
    endgenerate
    wire [31:0] g5, p5;
    assign g5[0]  = g4[0];  assign p5[0]  = p4[0];
    assign g5[1]  = g4[1];  assign p5[1]  = p4[1];
    assign g5[2]  = g4[2];  assign p5[2]  = p4[2];
    assign g5[3]  = g4[3];  assign p5[3]  = p4[3];
    assign g5[4]  = g4[4];  assign p5[4]  = p4[4];
    assign g5[5]  = g4[5];  assign p5[5]  = p4[5];
    assign g5[6]  = g4[6];  assign p5[6]  = p4[6];
    assign g5[7]  = g4[7];  assign p5[7]  = p4[7];
    assign g5[8]  = g4[8];  assign p5[8]  = p4[8];
    assign g5[9]  = g4[9];  assign p5[9]  = p4[9];
    assign g5[10] = g4[10]; assign p5[10] = p4[10];
    assign g5[11] = g4[11]; assign p5[11] = p4[11];
    assign g5[12] = g4[12]; assign p5[12] = p4[12];
    assign g5[13] = g4[13]; assign p5[13] = p4[13];
    assign g5[14] = g4[14]; assign p5[14] = p4[14];
    assign g5[15] = g4[15]; assign p5[15] = p4[15];
    generate
        for(i=16;i<32;i=i+1) begin
            assign g5[i] = g4[i] | (p4[i] & g4[i-16]);
            assign p5[i] = p4[i] & p4[i-16];
        end
    endgenerate
    wire [31:0] carry_in; 
    assign carry_in[0] = 1'b0;
    assign carry_in[1]  = g[0];
    assign carry_in[2]  = g1[1];
    assign carry_in[3]  = g2[2];
    assign carry_in[4]  = g3[3];
    generate
        for(i=5;i<32;i=i+1) begin
            assign carry_in[i] = g5[i-1];
        end
    endgenerate
    generate
        for(i=0;i<32;i=i+1) begin
            assign sum[i] = p[i] ^ carry_in[i];
        end
    endgenerate
    assign carry_out = g5[31];
endmodule
module piped_wallace_mult(
    input wire clock, reset,
    input wire [15:0] x,y,
    output reg [31:0] prod
);
    genvar i,j;
    wire [31:0] pp[0:15];
    generate
        for(i=0; i<16; i=i+1) begin : PP_GEN
            for(j=0; j<32; j=j+1) begin : COL
                assign pp[i][j] = (j>=i && j<i+16) ? (x[j-i] & y[i]) : 1'b0;
            end
        end
    endgenerate
    wire [31:0] s0,s1,c0_0,c1_0,c02_0,c12_0;
    array_7_to_3_compressor A0(pp[0],pp[1],pp[2],pp[3],pp[4],pp[5],pp[6], s0, c0_0, c02_0);
    array_7_to_3_compressor A1(pp[7],pp[8],pp[9],pp[10],pp[11],pp[12],pp[13], s1, c1_0, c12_0);
    wire [31:0] c0  = c0_0  << 1;
    wire [31:0] c1  = c1_0  << 1;
    wire [31:0] c02 = c02_0 << 2;
    wire [31:0] c12 = c12_0 << 2;
    reg [31:0] rs0,rs1,rc0,rc1,rc02,rc12, rpp14,rpp15;
    always @(posedge clock or posedge reset)
        if(reset) begin
            rs0<=0; rs1<=0; rc0<=0; rc1<=0; rc02<=0; rc12<=0;
            rpp14<=0; rpp15<=0;
        end else begin
            rs0<=s0; rs1<=s1; rc0<=c0; rc1<=c1; rc02<=c02; rc12<=c12;
            rpp14<=pp[14]; rpp15<=pp[15];
        end
    wire [31:0] sum1,carry_1,carry_2;
    array_7_to_3_compressor A2(
        rs0,rs1,rc0,rc1,rc02,rc12,rpp14,
        sum1, carry_1, carry_2
    );
    wire [31:0] carry1 = carry_1 << 1;
    wire [31:0] carry2 = carry_2 << 2;
    reg [31:0] rsum1,rcarry1,rcarry2,rlast;
    always @(posedge clock or posedge reset)
        if(reset) begin
            rsum1<=0; rcarry1<=0; rcarry2<=0; rlast<=0;
        end else begin
            rsum1<=sum1; rcarry1<=carry1; rcarry2<=carry2;
            rlast<=rpp15;
        end
    wire [31:0] psum_1, pcarry_1, final_sum_pre, final_carry_pre;
    array_3_to_2_compressor C0(rsum1, rcarry1, rcarry2, psum_1, pcarry_1);
    array_3_to_2_compressor C1(rlast, psum_1, pcarry_1, final_sum_pre, final_carry_pre);
    reg [31:0] rsum, rcarry;
    always @(posedge clock or posedge reset)
        if(reset) begin
            rsum<=0; rcarry<=0;
        end else begin
            rsum<=final_sum_pre;
            rcarry<=final_carry_pre;
        end
    wire [31:0] final_sum;
    wire cout;
    han_carlson_adder HC(rsum, rcarry, final_sum, cout);
    always @(posedge clock or posedge reset)
        if(reset)
            prod <= 0;
        else
            prod <= final_sum;
endmodule
```

## flow/run.sh

```bash
#!/bin/bash
# OpenROAD 26Q1-2900-gdf79404cd8, Yosys 0.63+post, stock flow scripts
make -C /OpenROAD-flow-scripts/flow DESIGN_CONFIG=/design/flow/config.mk WORK_HOME=/design/flow/orfs finish
```

==> results_dict.tcl <==
# collected from the flow reports
set metrics [dict create \
    run_status "complete, no violations" \
    initial_utilization 0.4054 \
    pwr-share-comb 0.344 \
    postRouteAntennaNets 0 \
    critical_path.max_fanout 16 \
    antenna_found_initial 0 \
    tritoncts "built" \
    syn-cell-area_um2 17420 \
    warnings_synthesis 1 \
    netlist-cell-type-count 56 \
    final-setup-viol-count 0 \
    num_vias 9096 \
    first_pass_grt_wire_length_um 53940 \
    post_route_clock_period_utilization 0.6038 \
    path_type_of_the_worst_min_delay_path "reg -> reg" \
    port_buffers 65 \
    yosys.area.top_type_share 0.4840 \
    sw_frac_of_total 0.3240 \
    route.detailed.wl_per_inst_um 16.42 \
    cts.sink_count 337 \
    area_of_the_core_um2 42980 \
    die.size.y_um 210.7 \
    num_rows 76 \
    syn2layout_area_growth_pct 14.64 \
    first_pass_iteration_count_of_the_detailed_router 4 \
    hold_viol 0 \
    drc_errors 0 \
    timing.final.max_slew_violations 0 \
    r2r-start "rcarry[5]$_DFF_PP0_" \
    clk_pin_slew_ns 0.06 \
    grt_start_max_net_pins 128 \
    whs_path_depth 0 \
    ctsRootBufferMaster "sky130_fd_sc_hd__clkbuf_16" \
    clkLatencyLatePin_ns 0.52 \
    route.antenna.diode_count 0 \
    synth-seq-cells 337 \
    power_report.internal_total_mw 5.681 \
    worst_slack_ns 2.338 \
    tritoncts.num_buffers 36 \
    global_route.overflow_total 0 \
    cts-hold-fix-buffers 0 \
    top_level_ports 66 \
    first_global_vias 10020 \
    cap_violations 0 \
    stage_log_warnings 35 \
    r2r_slack_ns 3.25 \
    data_arrival_time_at_the_worst_slack_endpoint_ns 3.95 \
    vias_per_cell 4.537 \
    postCtsResizedCells 0 \
    regToRegEndpoint "prod[31]$_DFF_PP0_" \
    holdPathEnd "C1.a[19]$_DFF_PP0_" \
    finalWorstPathRequiredPeriod_ns 3.562 \
    tns_ns 0 \
    worst_setup_path_start_kind "input pin" \
    static-leakage-power_nw 9.984 \
    drt_iter0_markers 348 \
    setup.worst_path.start "y[10]" \
    die_area_um2 44400 \
    worstPathCellList "clkdlybuf4s50_1, and2_1, fa_1, inv_1, fa_1, inv_1, fa_1" \
    globalRouteTotalUtil 0.1677 \
    ir_drop_worst_case_vdd_mv 0.1998 \
    share_seq_of_total_power 0.381 \
    power_switching_mw 2.722 \
    postCtsSetupBuffers 0 \
    synth_sequential_area_ratio 0.4840 \
    cp_data_required_time_ns 6.29 \
    avgSynthCellArea_um2 13.16 \
    number_of_standard_cells_after_synthesis 1324 \
    max_freq_ghz 0.2807 \
    hold_path_startpoint "rpp15[19]$_DFF_PP0_" \
    pwr_density_cell_nw_per_um2 420.7 \
    post_route_cells_drive_above_1_share 0.06268 \
    slew_at_the_pin_closest_to_its_max_slew_limit_ns 0.8684 \
    share_clk_of_total_power 0.275 \
    die_width_um 210.7 \
    top_cells_by_area "sky130_fd_sc_hd__dfrtp_1, sky130_fd_sc_hd__fa_1, sky130_fd_sc_hd__and2_1" \
    relSlewSlack 0.4192 \
    critPathKind "in -> reg" \
    most_repeated_library_cell_on_the_critical_path "sky130_fd_sc_hd__fa_1" \
    cts.path.max_buffers 3 \
    place.gp.congestion 0.8777 \
    crit_slowest_cell "sky130_fd_sc_hd__clkdlybuf4s50_1" \
    critical_path.max_stage_delay_ns 0.87 \
    rsz0062_at_grt "no" \
    filler_cell_count 3818 \
    yosys-stat-area_um2 17420 \
    endpoint_kind "flip-flop" \
    final.setup_skew_ns 0.02230 \
    clock_tree.htree_level_count 2 \
    dpl_worst_slack_ns 1.838 \
    ys_cells 1324 \
    place.detailed.hpwl_um 22940 \
    routed_wl_um 32920 \
    timing.reg2reg.worst_path_depth 8 \
    synthDominantAreaCellType "sky130_fd_sc_hd__dfrtp_1" \
]
## routing by layer
layer / up-vias / track usage / part of all wire
li1: 4158 / - / -
met1: 4630 / 0.2676 / 0.46
met2: 259 / 0.2307 / 0.43
met3: 49 / 0.06696 / 0.090
met4: 0 / 0.03648 / 0.023
met5: - / 0 / 0
## worst max-delay path: cells and delay by family
family | cells | cell delay [ns]
fa+ha+maj | 3 | 1.33
buf+inv | 3 | 1.00
simple gates | 1 | 0.42
## Yosys cell counts (all sizes together)
cell     number
xnor2        17
o31ai         3
o21ai        12
o211a         1
nor2         22
nor3          6
nor4b         1
a21oi        25
buf           2
or3           2
nand2b        1
o21bai        4
a211oi        2
o311ai        2
dfrtp       337
xor2          4
a311oi        1
o2bb2ai       1
a221oi        1
o31a          1
o21a          1
clkbuf       37
nand3        12
a211o         2
and3          1
a21o          7
nand4         2
o21ba         1
nor2b         5
nand2        62
inv         212
and2        211
ha          104
mux2          1
nand3b        1
a41oi         2
nor4          1
fa          203
o211ai        7
a31oi         4
mux2i         1
a2111oi       2
## flip-flops by register name, summed over array words and instances, names as in the netlist, 22 cells and up
signal,count
A2.genblk1.C.fa1.b,22
C0.b,27
C0.c,24
prod,32
rcarry,27
rs0,22
rsum,31
rsum1,30
## how the worst max path moves through the flow
stage	endpoint	slack, ns	cells past startpoint
global route	A2.genblk1[10].C.fa1.c$_DFF_PP0_	2.22	7
CTS	A2.genblk1[23].C.fa2.a$_DFF_PP0_	2.37	7
finish	A2.genblk1[23].C.fa2.a$_DFF_PP0_	2.34	7
## cell families after synthesis
logic type / after synthesis / share of synthesized area
flops: 337 / 0.4840
simple gates: 327 / 0.1074
fa+ha+maj: 307 / 0.3079
buf+inv: 251 / 0.05436
compound gates: 79 / 0.03454
xor+xnor: 21 / 0.01056
mux: 2 / 0.001221
## power groups by stage
stage                 clock network [mW]  registers (mW)  logic (mW)
after CTS                           2.39            3.21        2.97
after global routing                2.47            3.27        3.36
final                               2.31            3.20        2.89
## per-stage QoR
stage | area [µm²] | util | total power, mW | instances | hold WS [ns]
finish | 19980 | 0.4647 | 8.404 | 2005 | 0.3389
global route | 19980 | 0.4647 | 9.096 | 2005 | 0.3456
CTS | 19980 | 0.4647 | 8.568 | 2005 | 0.3405
detailed placement | 18740 | 0.4360 | 6.189 | 1941 | 0.3347
global placement | 18740 | 0.4360 | 6.151 | 1941 | 0.3324
floorplan | 17430 | - | 5.196 | 1324 | 0.3312
## layout make-up
| cell class | instances | area [µm²] | area share |
|---|---|---|---|
| clock buffer | 50 | 1055 | 0.05280 |
| clock inverter | 14 | 178.9 | 0.008957 |
| inverter | 212 | 799.5 | 0.04003 |
| multi-input combinational | 736 | 8044 | 0.4027 |
| sequential | 337 | 8433 | 0.4222 |
| tap | 585 | 732.0 | 0.03664 |
| timing repair buffer | 71 | 733.2 | 0.03671 |
## placed cells by master, fill, tap and decap left out, types with 4 or more instances in the layout
| master | synthesis | final |
|---|---|---|
| sky130_fd_sc_hd__o211ai_1 | 5 | 5 |
| sky130_fd_sc_hd__clkdlybuf4s50_1 | 0 | 65 |
| sky130_fd_sc_hd__nand3_1 | 11 | 11 |
| sky130_fd_sc_hd__clkbuf_1 | 35 | 5 |
| sky130_fd_sc_hd__o21ai_0 | 10 | 10 |
| sky130_fd_sc_hd__dfrtp_1 | 337 | 337 |
| sky130_fd_sc_hd__clkbuf_16 | 0 | 37 |
| sky130_fd_sc_hd__xnor2_1 | 17 | 17 |
| sky130_fd_sc_hd__bufinv_16 | 0 | 4 |
| sky130_fd_sc_hd__nor2b_1 | 5 | 5 |
| sky130_fd_sc_hd__fa_1 | 203 | 203 |
| sky130_fd_sc_hd__clkinv_2 | 0 | 7 |
| sky130_fd_sc_hd__a21oi_1 | 22 | 22 |
| sky130_fd_sc_hd__clkbuf_8 | 0 | 8 |
| sky130_fd_sc_hd__nand2_1 | 61 | 61 |
| sky130_fd_sc_hd__a21o_1 | 7 | 7 |
| sky130_fd_sc_hd__ha_1 | 104 | 104 |
| sky130_fd_sc_hd__and2_1 | 211 | 211 |
| sky130_fd_sc_hd__o21bai_1 | 4 | 4 |
| sky130_fd_sc_hd__xor2_1 | 4 | 4 |
| sky130_fd_sc_hd__nor3_1 | 4 | 4 |
| sky130_fd_sc_hd__nor2_1 | 20 | 20 |
| sky130_fd_sc_hd__inv_1 | 212 | 211 |
Power and IR drop assume default switching activity.
